<file path="flow/run.sh">
#!/bin/bash
# OpenROAD 26Q1-2900-gdf79404cd8, Yosys 0.63+post, stock flow scripts
make -C /OpenROAD-flow-scripts/flow DESIGN_CONFIG=/design/flow/config.mk WORK_HOME=/design/flow/orfs finish
</file>
<file path="flow/config.mk">
export PLATFORM = sky130hd
export DESIGN_NAME = mult
export DESIGN_NICKNAME = mult
export VERILOG_FILES = /design/flow/design.v
export SDC_FILE = /design/flow/constraint.sdc
export NUM_CORES = 4
export LEC_CHECK = 1
export CORE_AREA = 10 10 89 89
export DIE_AREA = 0 0 99 99
</file>
<file path="flow/constraint.sdc">
current_design mult

set clk_period 3.6
set clk_io_pct 0.2

create_clock -name clk0 -period $clk_period [get_ports {clk}]

set non_clock_inputs [all_inputs -no_clocks]
set_input_delay [expr $clk_period * $clk_io_pct] -clock clk0 $non_clock_inputs
set_output_delay [expr $clk_period * $clk_io_pct] -clock clk0 [all_outputs]
</file>
<file path="flow/design.v">
module mult(
        input clk,
        input init,    
        input [2:0] MR, 
		input [2:0] MD, 
        output reg done,
		output reg [5:0] pp
    );
    reg sh;
    reg rst;
    reg add;
    reg [5:0] A;
    reg [2:0] B;
    wire z;
    reg [2:0] status;
    localparam START = 0;
	localparam CHECK = 1; 
	localparam ADD = 2; 
	localparam SHIFT = 3; 
	localparam END1 = 4;
    initial begin
        status = START;
        rst = 1'b0;
        pp = 6'b0;
        A = 6'b0;
        B = 3'b0; 
    end
    always @(negedge clk) begin
	    case (status)
	        START: begin
	        	sh <= 1'b0;
	        	add <= 1'b0;
	        	if (init) begin
	        	    status <= CHECK;
	        	    done <= 1'b0;
	        	    rst <= 1'b1;
	        	end
	        end
	        CHECK: begin 
	        	done <= 1'b0;
	        	rst <= 1'b0;
	        	sh <= 1'b0;
	        	add <= 1'b0;
	        	status <= (B[0]==1)? ADD : SHIFT;
	        end
	        ADD: begin
	        	done <= 1'b0;
	        	rst <= 1'b0;
	        	sh <= 1'b0;
	        	add <= 1'b1;
	        	status <= SHIFT;
	        end
	        SHIFT: begin
	        	done <= 1'b0;
	        	rst <= 1'b0;
	        	sh <= 1'b1;
	        	add <= 1'b0;
	        	status <= (z==1)? END1 : CHECK;
	        end
	        END1: begin
	        	done <= 1'b1;
	        	rst <= 1'b0;
	        	sh <= 1'b0;
	        	add <= 1'b0;
	        	status <= END1;
	        end
	        default: status <= START;
	    endcase 
    end 
    always @(posedge clk) begin
    	if (rst) begin
    		A <= {3'b000,MD};
    		B <= MR;
    	end
    	else begin 
    		if (sh) begin
    			A <= A << 1;
    			B <= B >> 1;
    		end
    	end
    end 
    always @(posedge clk) begin
    	if (rst) begin
    		pp <= 6'b0;
    	end
    	else begin 
    		if (add) begin
    		    pp <= pp + A;
    		end
    	end
    end
    assign z = (B==0)? 1'b1 : 1'b0;
endmodule
</file>
==> summary.txt <==
yosys + openroad results -> number of diodes=0, WL final=1970 µm, HPWL after detailed placement=1510 µm, Clk Latency, worst-skew pair=0.32 ns, Crit Path Max Fanout=1, yosys stat area=1130 µm², R2R cell count=1, Initial DRC Count=50, Synth flops=22, Setup TNS Final=0 ns, FILL cells=630, via count=764, Top cell area share=34.4%, P_sw=427 µW, Worst Path Buf+Inv=1, Comb power frac=37.4%, CTS tree=yes, main area contributors=edfxtp_1 (34%), dfxtp_1 (16%), mux2_2 (6.0%), Worst Path Arrival=2.71 ns, # IOs=15, hold buffer count at CTS=0, Root Driver=clkbuf_8, htree depth=1, post-synthesis sequential area ratio=50.3%, Mapped Area=1130 µm², remaining antenna violation count after routing=0, max-slew violations=0, CTS buffer count=3, CTS max path bufs=2, Mapped Cells=101, post-route clock skew=0.0668 ns, Synth top cell by count=edfxtp_1, CP Class=flop to output pin, Avg Vias per Cell=3.90, Async SR Flop Fraction=0%, Slew @ Worst Pin=0.654 ns, Crit path max-delay family=flip-flops, CP peak stage delay=0.34 ns, Unique cell types=34, Port Buffers=14, vias in the first global route=732, Area growth syn-to-layout=25.6%, Worst path depth=1, Max Cap Viol=0, peak supply drop=0.000330 V, CP Launch Type=flop, Cell Chain, Critical Path=dlygate4sd2_1, Commonest flop=edfxtp_1, Clock Pin Slew Worst Setup and Hold Paths=0.08 ns, Final Hold Vio Count=0, worst hold path class=flop to flop, tool warning count=32, largest net degree at the start of global routing=21, Syn. warnings=1, Die Wd=99 µm, Rows=28, slowest cell on the critical path=edfxtp_1, gpl congestion=0.795, CP required=2.88 ns, worst hold path stage count=2, Worst Setup End Kind=output pin, DRC violations left=0, Clock Sink Count=22, Flop pwr share=46.5%, initial antenna violation count=0, internal power=805 µW, per-cell routed wire length=10.1 µm, hold_sp=pp[4], synth cell count leaders=edfxtp_1 (13), nor2_1 (12), dfxtp_1 (9), GRT overflow=0, first-pass GRT wire length=3490 µm, Avg Cell Area, Syn=11.2 µm², yosys cell count=101, Critical R2R Launch=rst, Post-synth EDFFs=13, status=completed, RSZ-0062 raised after global routing=no, pwr/cell area=865 nW/µm², relative slew slack=56.4%, Placeable Area=5990 µm², reg-to-reg setup timing slack=0.33 ns, Final setup viols=0, hold path endpoint=pp[4], FP Core Util=18.9%, clock share of power=16.2%, share of post-route cells with drive strength above 1=12.4%, Switching Share=34.7%, Tot GR Track Use=4.16%, router iterations before antenna repair=6, chip area=9800 µm², reg2reg end=A[2], post-layout util=23.8%, Hold Slack=0.503 ns, Leakage=0.000578 µW, Die H=99 µm, cell accounting for the most synthesized area=edfxtp_1
-- worst max path at each step --
stage / from / endpoint / slack [ns]
finish: done / done / 0.17
global route: done / done / 0.11
CTS: done / done / 0.15
-- cell families after synthesis --
| family | Yosys count | share of synthesized area [%] |
|---|---|---|
| AND/OR/NAND/NOR | 30 | 12.7 |
| flip-flops | 22 | 50.3 |
| AND-OR/OR-AND | 17 | 10.9 |
| multiplexers | 11 | 10.4 |
| buffers and inverters | 10 | 4.41 |
| adder cells (fa/ha/maj) | 7 | 8.17 |
| XOR/XNOR | 4 | 3.09 |
-- flip-flops by register name (all words and copies together), names as in the netlist --
name / count
status: 3
A: 6
done: 1
B: 3
sh: 1
add: 1
pp: 6
rst: 1
-- power groups by stage --
stage | registers (µW) | logic, µW | clock network, µW
4_1_cts | 578 | 469 | 208
5_1_grt | 602 | 534 | 226
6_report | 572 | 461 | 199
-- area by class of cell --
cell class                      count  area [µm²]  area share (%)
Multi-Input combinational cell     69         513            36.0
Timing Repair Buffer               16         154            10.8
Sequential cell                    22         571            40.1
Clock inverter                      7        26.3            1.85
Inverter                            3        11.3           0.791
Tap cell                           75        93.8            6.59
Clock buffer                        4        55.1            3.87
-- stage by stage --
stage	cells	instance area, µm²	setup slack, ns	power [µW]
after floorplan	101	1130	0.486	909
final	196	1420	0.169	1230
after CTS	196	1420	0.152	1260
after detailed placement	186	1350	0.0504	1070
after global placement	186	1350	0.0640	1060
after global routing	196	1420	0.113	1360
-- placed cells by master, fill, tap and decap left out, drive strengths merged, types with 5 or more instances in the layout --
master,Yosys,routed
and2,5,5
clkdlybuf4s50,0,13
dfxtp,9,9
edfxtp,13,13
ha,5,5
inv,4,10
mux2,6,6
mux2i,5,5
nand2,6,6
nor2,12,12
o21ai,5,5
-- layer usage --
layer / global-route usage (%) / up-vias / part of all wire [%]
li1: - / 402 / -
met2: 5.91 / 15 / 42
met5: 0 / - / 0
met3: 1.48 / 2 / 5.6
met4: 0.331 / 0 / 0.66
met1: 6.15 / 345 / 52
-- timing repair --
action / 4_1_cts / 5_1_grt
setup endpoints to repair: 1 / 0
hold endpoints to repair: 0 / 0
buffers inserted: 0 / 0
resized: 1 / 0
Power and IR drop assume default switching activity.
