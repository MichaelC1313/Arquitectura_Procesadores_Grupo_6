==> flow/design.v <==
module multiplicador(
        input clk,
        input init,    
        input [2:0] MR, 
		input [2:0] MD, 
        output reg done,
		output reg [5:0] pp
    );
    reg sh;
    reg rst;
    reg add;
    reg [5:0] A;
    reg [2:0] B;
    wire z;
    reg [2:0] status;
    parameter START = 0, CHECK = 1, ADD = 2, SHIFT = 3, END1 = 4;
    initial begin
        status = START;
        rst = 1'b0;
        pp = 6'b0;
        A = 6'b0;
        B = 3'b0; 
    end
    always @(negedge clk) begin
	    case (status)
	        START: begin
	        	sh <= 1'b0;
	        	add <= 1'b0;
	        	if (init) begin
	        	    status <= CHECK;
	        	    done <= 1'b0;
	        	    rst <= 1'b1;
	        	end
	        end
	        CHECK: begin 
	        	done <= 1'b0;
	        	rst <= 1'b0;
	        	sh <= 1'b0;
	        	add <= 1'b0;
	        	status <= (B[0]==1)? ADD : SHIFT;
	        end
	        ADD: begin
	        	done <= 1'b0;
	        	rst <= 1'b0;
	        	sh <= 1'b0;
	        	add <= 1'b1;
	        	status <= SHIFT;
	        end
	        SHIFT: begin
	        	done <= 1'b0;
	        	rst <= 1'b0;
	        	sh <= 1'b1;
	        	add <= 1'b0;
	        	status <= (z==1)? END1 : CHECK;
	        end
	        END1: begin
	        	done <= 1'b1;
	        	rst <= 1'b0;
	        	sh <= 1'b0;
	        	add <= 1'b0;
	        	status <= START;
	        end
	        default: status <= START;
	    endcase 
    end 
    always @(posedge clk) begin
    	if (rst) begin
    		A <= {3'b000,MD};
    		B <= MR;
    	end
    	else begin 
    		if (sh) begin
    			A <= A << 1;
    			B <= B >> 1;
    		end
    	end
    end 
    always @(posedge clk) begin
    	if (rst) begin
    		pp <= 6'b0;
    	end
    	else begin 
    		if (add) begin
    		    pp <= pp + A;
    		end
    	end
    end
    assign z = (B==0)? 1'b1 : 1'b0;
endmodule
==> flow/run.sh <==
#!/bin/bash
# OpenROAD 26Q1-2900-gdf79404cd8, Yosys 0.63+post, stock flow scripts
make -C /OpenROAD-flow-scripts/flow DESIGN_CONFIG=/design/flow/config.mk WORK_HOME=/design/flow/orfs finish
==> flow/config.mk <==
export PLATFORM = sky130hd
export DESIGN_NAME = multiplicador
export DESIGN_NICKNAME = multiplicador
export VERILOG_FILES = /design/flow/design.v
export SDC_FILE = /design/flow/constraint.sdc
export NUM_CORES = 4
export LEC_CHECK = 1
export CORE_AREA = 10 10 111 111
export DIE_AREA = 0 0 121 121
==> flow/constraint.sdc <==
current_design multiplicador

set clk_period 2.7
set clk_io_pct 0.2

create_clock -name clk0 -period $clk_period [get_ports {clk}]

set non_clock_inputs [all_inputs -no_clocks]
set_input_delay [expr $clk_period * $clk_io_pct] -clock clk0 $non_clock_inputs
set_output_delay [expr $clk_period * $clk_io_pct] -clock clk0 [all_outputs]
==> out/results.ini <==
[run]
tool_warnings=33
maxCapViolations=0

[floorplanning]
core_area_um2=9864
die_area_um2=14640
io_pins=15
fp.dieW_um=121
rows=36
initial_core_util_pct=11.36
die_height_um=121

[clock_network]
clk_path_buf_depth=2
cts_root_buffer=clkbuf_8
cts_sinks=22
cts_buffers=3
cts_tree=built
clock_latency_ns=0.32
cts-htree-levels=1
cts_hold_buf=0
path_clk_slew_ns=0.09

[pwr]
p_per_area_nw_per_um2=1120
p_switching_uw=610.4
vdd_drop_max_uv=208.4
power_frac_seq_pct=40.6
power.total_uw=1745
combPwrFrac_pct=43.4
power.leakage_uw=0.0006124
p_int_uw=1135
clockPowerShare_pct=16.0
swShare_pct=34.97

[worst_hold_path]
min_to=pp[4]$_SDFFE_PP0P_
hp-class=register to register
worstHoldStart=pp[4]$_SDFFE_PP0P_
whs_path_depth=2

[global_route]
grt_pass1_vias=746
grt_max_degree=21
grt_pass1_wl_mm=3.594
grt_overflow=0
antenna_found_initial=0
track_usage_pct=2.995

[logic_synthesis]
ys_seq_share_pct=50.89
synth_cell_types=34
synth.top_cell.area_share_pct=34.82
ys_top_cells_by_area=edfxtp_1, dfxtp_1, ha_1
yosys_warnings=1
ys_area_um2=1121
edf_count=13
netlist_area_um2=1121
async_flop_share_pct=0
ys.flops=22
yosysCellCount=102
syn_inst=102
syn_avg_cell_area_um2=10.99
synthFlopType=edfxtp_1
post-synth-top-area-cell=edfxtp_1

[drt]
via_count=785
drc_errors=0
vias_per_cell=3.008
dr.pass1.iters=4
antennaDiodeCount=0
wl_per_cell_um=9.015
wl_mm=2.353
ant_nets=0
first_iter_violations=12

[worst_setup_path]
crit_slowest_cell=edfxtp_1
crit_type=register to primary output
timing.rr.end=B[0]$_DFFE_PP_
path_delay_family=flip-flops
arrival_ns=2.13
endpoint_kind=primary output
path_buffers=1
crit_fanout=1
start_kind=register
reg2reg_setup_slack_ns=0.06
reg2reg_from=rst$_DFFE_NP_
worstPathRequired_ns=2.16
crit_chain=buf_2
slowest_delay_ns=0.34
reg2regPathDepth=3

[timing]
finalMaxSlewViolations=0
rsz0062_at_grt=true
worst-slew-pin-transition_ns=0.3514
fin_skew_ns=0.06659
setup_slack_ns=0.03094
setup_viol=0
slew_headroom_pct=75.97
hold_viol=0

[layout]
fillers=1075
final_cell_mix=edfxtp_1, clkdlybuf4s50_1, nor2_1, inv_1, dfxtp_1
syn_to_final_growth_pct=39.06
layout-drive-gt1-share_pct=16.41
register_area_um2=570.5
layout.area.comb_um2=500.5
final_core_util_pct=15.80

[run_status]
status=finished clean

[place]
preCtsSetupSlack_ns=-0.2173
dp_hpwl_mm=1.693
port_buffers=14
gp_congestion=0.7701

-- Yosys cell counts, types with 2 or more instances --
library cell	count
o21ai_1	2
and2_1	5
o21ai_0	4
xnor2_1	2
nor2_1	12
ha_1	5
nand2_1	7
a21oi_1	2
xor2_1	2
clkbuf_1	4
dfxtp_1	9
mux2_2	5
nand3_1	2
inv_1	5
mux2i_1	5
edfxtp_1	13
-- cells by family (layout without fill, tap and decap cells) --
group	Yosys count	in the layout	synth area share, %
xor+xnor	4	4	3.126
flops	22	22	50.89
buf+inv	11	37	4.464
simple gates	32	32	13.84
compound gates	17	17	10.83
mux	10	10	9.486
fa+ha+maj	6	6	7.366
-- flip-flops by register name, summed over array words and instances, names as in the netlist --
register and cells:
A 6, pp 6, B 3, status 3, add 1, done 1, rst 1, sh 1
-- area by class of cell --
cell class,instances,area share [%]
inverter,4,0.9631
timing repair buffer,22,14.45
multi-input combinational,69,32.10
tap,133,10.67
sequential,22,36.60
clock inverter,7,1.685
clock buffer,4,3.531
-- worst max path at each step --
stage,start,end,slack (ns),cells past startpoint
6_report,done$_DFFE_NP_,done,0.03,1
5_1_grt,done$_DFFE_NP_,done,-0.02,1
4_1_cts,done$_DFFE_NP_,done,0.01,1
-- power groups by stage --
stage / Combinational (µW) / Clock (µW) / Sequential (µW)
after CTS: 700 / 289 / 710
after global routing: 851 / 306 / 736
final: 757 / 279 / 709
-- per-layer routing --
metal  up-vias  track usage [%]  share of wire (%)  wire, µm
met2        10            4.864                 47      1103
li1        413                -                  -         -
met1       360            3.896                 48      1136
met5         -                0                  0         0
met4         0           0.3017               0.17         4
met3         2            1.039                4.6       109
-- repair_timing --
action,4_1_cts,5_1_grt
setup buffers,0,3
resized,3,1
endpoints found under the setup margin,1,2
hold endpoints to repair,0,0
cloned,0,1
-- through the flow --
step | hold slack (ns) | setup TNS, ns | area [µm²] | cells
2_1_floorplan | 0.4471 | 0 | 1121 | 102
3_3_place_gp | 0.4889 | -1.008 | 1439 | 247
3_5_place_dp | 0.4874 | -1.046 | 1439 | 247
4_1_cts | 0.5012 | 0 | 1511 | 257
5_1_grt | 0.5526 | -0.01751 | 1559 | 261
6_report | 0.4993 | 0 | 1559 | 261
Power figures rest on the tool's default switching activity, not on a simulated workload.
